==> flow/design.v <==
`timescale 1ns/1ps
module kim_FIFO_control 
# (
	parameter   FIFO_DATA_LENGTH = 32,
	parameter   FIFO_DATA_DEPTH  = 4,
	parameter   FIFO_LOG2_DEPTH  = 2
)
(
	input           						clk,
	input           						rst,
	input           						s_valid,
	output         				 			s_ready,
	input   		[FIFO_DATA_LENGTH-1:0] 	s_data,
	output	wire	[FIFO_DATA_LENGTH-1:0]	w_data,  
	output          						m_valid,
	input           						m_ready,
	output  		[FIFO_DATA_LENGTH-1:0] 	m_data,
	input   wire	[FIFO_DATA_LENGTH-1:0] 	r_data,  
	input	wire	[FIFO_LOG2_DEPTH-1:0]	w_ptr, r_ptr,
	input	wire							w_back_in, r_back_in,
	output	wire							w_hs, r_hs
);
localparam 
	S_RUN 	= 2'b00,
	S_EMPTY = 2'b01,
	S_FULL  = 2'b10;
wire	empty_condi1, empty_condi2, full_condi1, full_condi2; 
wire	empty_en, full_en;
wire	back_eq;
reg		[1:0]	n_state, c_state;
assign w_hs = s_valid && s_ready;
assign m_valid = (c_state != S_EMPTY) || s_valid; 
assign r_hs = m_valid && m_ready;
assign s_ready = (c_state != S_FULL ) || m_ready; 
assign w_data = s_data;
assign m_data = (w_hs && (c_state == S_EMPTY)) ? s_data : r_data; 
assign back_eq = (w_back_in == r_back_in);
assign empty_condi1 = (!back_eq) && (r_ptr == (FIFO_DATA_DEPTH-1)) && (w_ptr == 0);
assign empty_condi2 = back_eq && ( r_ptr == (w_ptr-1));
assign empty_en =  (!w_hs) && (empty_condi1 || empty_condi2);
assign full_condi1 = back_eq && (w_ptr == (FIFO_DATA_DEPTH-1)) && (r_ptr == 0);
assign full_condi2 = (!back_eq) && ( w_ptr == (r_ptr-1));
assign full_en  = (!r_hs) && (full_condi1 || full_condi2);
always @(posedge clk) begin
	if(rst) begin
		c_state <= S_EMPTY;
	end
	else begin
		c_state <= n_state;
	end
end	
always @(*) begin
	n_state = c_state;
	case (c_state)
		S_RUN: 
			if(w_hs && full_en)	
				n_state = S_FULL;
			else if(r_hs && empty_en) 
				n_state = S_EMPTY;
		S_EMPTY:
			if(w_hs && (!r_hs)) 
				n_state = S_RUN;
		S_FULL:
			if(r_hs && (!w_hs))
				n_state = S_RUN;
	endcase
end
endmodule
`timescale 1ns/1ps
module kim_FIFO_mem
# (
	parameter   FIFO_DATA_LENGTH = 32,
	parameter   FIFO_DATA_DEPTH  = 4,
	parameter   FIFO_LOG2_DEPTH  = 2
)
(
	input           						clk,
	input           						rst,
	input   wire           					w_hs,
    input   wire           					r_hs,
    input   wire    [FIFO_DATA_LENGTH-1:0]  data_in,                  
    output  wire     [FIFO_DATA_LENGTH-1:0] data_out,
    output  reg     [FIFO_LOG2_DEPTH-1:0]   w_ptr,
    output  reg     [FIFO_LOG2_DEPTH-1:0]   r_ptr,
    output  reg                             w_back,
    output  reg                             r_back
);
integer i;
reg [FIFO_DATA_LENGTH-1:0]  fifo_mem[FIFO_DATA_DEPTH-1:0];
always @(posedge clk) begin
	if(rst) begin
		w_ptr	<= 0;
		w_back 	<= 0;
        for(i=0; i<FIFO_DATA_DEPTH; i=i+1) begin
            fifo_mem[i] <= {(FIFO_DATA_LENGTH){1'b0}};
        end
	end
	else if(w_hs) begin
		if(w_ptr == (FIFO_DATA_DEPTH-1)) begin
			w_ptr           <= 0;
			w_back 	        <= ~w_back;
            fifo_mem[w_ptr] <= data_in;
		end
		else begin
			w_ptr           <= w_ptr + 1;
			w_back 	        <= w_back;
            fifo_mem[w_ptr] <= data_in;
		end
	end	
end
assign data_out = fifo_mem[r_ptr];
always @(posedge clk ) begin
	if(rst) begin
		r_ptr	<= 0;
		r_back 	<= 0;
	end
	else if(r_hs) begin
		if(r_ptr == (FIFO_DATA_DEPTH-1)) begin
			r_ptr   <= 0;
			r_back 	<= ~r_back;
		end
		else begin
			r_ptr   <= r_ptr + 1;
			r_back 	<= r_back;
		end
	end
end
endmodule
`timescale 1ns/1ps
module kim_FIFO_with_skidbuf_top
# (
	parameter   FIFO_DATA_LENGTH = 32,
	parameter   FIFO_DATA_DEPTH  = 4,
	parameter   FIFO_LOG2_DEPTH  = 2
)
(
	input           				clk,
	input           				rst,
	input           				s_valid,
	output         				 	s_ready,
	input   [FIFO_DATA_LENGTH-1:0] 	s_data,
	output          				m_valid,
	input           				m_ready,
	output  [FIFO_DATA_LENGTH-1:0] 	m_data
);
wire                            w_s_valid, w_s_ready, w_m_valid, w_m_ready;
wire    [FIFO_DATA_LENGTH-1:0]  w_s_data, w_m_data;
kim_skid_buffer #(
    .DATA_WIDTH(FIFO_DATA_LENGTH)
)
kim_skid_buffer_in
(
    .clk        (clk),
    .rst        (rst),
    .s_valid    (s_valid),
    .s_ready    (s_ready),
    .s_data     (s_data),
    .m_valid    (w_s_valid),
    .m_ready    (w_s_ready),
    .m_data     (w_s_data)
);
kim_FIFO_wrapper kim_FIFO_wrapper_u1
(
    .clk    (clk),
    .rst    (rst),
    .s_valid    (w_s_valid),
    .s_ready    (w_s_ready),
    .s_data     (w_s_data),
    .m_valid    (w_m_valid),
    .m_ready    (w_m_ready),
    .m_data     (w_m_data)
);
kim_skid_buffer #(
    .DATA_WIDTH(FIFO_DATA_LENGTH)
)
kim_skid_buffer_out
(
    .clk        (clk),
    .rst        (rst),
    .s_valid    (w_m_valid),
    .s_ready    (w_m_ready),
    .s_data     (w_m_data),
    .m_valid    (m_valid),
    .m_ready    (m_ready),
    .m_data     (m_data)
);
endmodule
`timescale 1ns/1ps
module kim_FIFO_wrapper
# (
	parameter   FIFO_DATA_LENGTH = 32,
	parameter   FIFO_DATA_DEPTH  = 4,
	parameter   FIFO_LOG2_DEPTH  = 2
)
(
	input           				clk,
	input           				rst,
	input           				s_valid,
	output         				 	s_ready,
	input   [FIFO_DATA_LENGTH-1:0] 	s_data,
	output          				m_valid,
	input           				m_ready,
	output  [FIFO_DATA_LENGTH-1:0] 	m_data
);
wire	[FIFO_LOG2_DEPTH-1:0]	w_ptr_w, r_ptr_w;
wire							w_back_w, r_back_w;
wire							w_hs_w, r_hs_w;
wire	[FIFO_DATA_LENGTH-1:0]	data_in_w,data_out_w;
kim_FIFO_control #(
	.FIFO_DATA_LENGTH	(FIFO_DATA_LENGTH),
	.FIFO_DATA_DEPTH	(FIFO_DATA_DEPTH),
	.FIFO_LOG2_DEPTH	(FIFO_LOG2_DEPTH)
)	
FIFO_control_u1
(
	.clk		(clk),
	.rst		(rst),
	.s_valid	(s_valid),
	.s_ready	(s_ready),
	.s_data		(s_data ),
	.w_data		(data_in_w),  
	.m_valid	(m_valid),
	.m_ready	(m_ready),
	.m_data		(m_data),  
	.r_data		(data_out_w),  
	.w_ptr		(w_ptr_w), 
	.r_ptr		(r_ptr_w),
	.w_back_in	(w_back_w), 
	.r_back_in	(r_back_w),
	.w_hs		(w_hs_w),
	.r_hs		(r_hs_w)
);
kim_FIFO_mem #(
	.FIFO_DATA_LENGTH	(FIFO_DATA_LENGTH),
	.FIFO_DATA_DEPTH	(FIFO_DATA_DEPTH),
	.FIFO_LOG2_DEPTH	(FIFO_LOG2_DEPTH)
)	
FIFO_mem_u1
(
	.clk		(clk),
	.rst		(rst),
	.w_hs		(w_hs_w),
    .r_hs		(r_hs_w),
    .data_in	(data_in_w),    
    .data_out	(data_out_w),
    .w_ptr		(w_ptr_w),
    .r_ptr		(r_ptr_w),
    .w_back		(w_back_w),
    .r_back		(r_back_w)
);
endmodule
`timescale 1ns / 1ps
module kim_skid_buffer #
(
    parameter DATA_WIDTH = 8
)
(
    input  wire                   clk,
    input  wire                   rst,
    input  wire                   s_valid,
    output wire                   s_ready,
    input  wire [DATA_WIDTH-1:0]  s_data,
    output wire                   m_valid,
    input  wire                   m_ready,
    output wire [DATA_WIDTH-1:0]  m_data
);
localparam PIPE  = 1'b0 ;  
localparam SKID  = 1'b1 ;  
reg                		state_reg                                  	;         
reg [DATA_WIDTH-1 : 0] 	m_data_reg, m_data_temp_reg                 ;         
reg                		m_valid_reg, m_valid_temp_reg, s_ready_reg  ;         
wire                	ready                                     	;         
assign ready   = m_ready || ~m_valid ;
assign s_ready = s_ready_reg         ;
assign m_data  = m_data_reg          ;
assign m_valid = m_valid_reg         ;
always @(posedge clk) begin
   if (rst) begin
      state_reg           	<= PIPE ;
      m_data_reg            <= 'd0  ;     
      m_data_temp_reg       <= 'd0  ;
      m_valid_reg           <= 1'b0 ;
      m_valid_temp_reg 		<= 1'b0 ;
      s_ready_reg           <= 1'b0 ;
   end
   else begin
      case (state_reg)   
         PIPE : begin
            if (ready) begin
               m_data_reg           <= s_data  	;  
               m_valid_reg          <= s_valid 	;
               s_ready_reg          <= 1'b1    	;
			   state_reg			      <= PIPE		;
            end
            else begin
               m_data_temp_reg      <= s_data  	;
               m_valid_temp_reg 	   <= s_valid 	;
               s_ready_reg          <= 1'b0    	;
               state_reg           	<= SKID    	;
            end
         end
         SKID : begin
            if (ready) begin
               m_data_reg  			<= m_data_temp_reg  ;
               m_valid_reg 			<= m_valid_temp_reg ;               
               s_ready_reg 			<= 1'b1             ;
               state_reg 			   <= PIPE             ;               
            end
         end
      endcase
   end
end
endmodule
==> flow/run.sh <==
#!/bin/bash
# OpenROAD 26Q1-2900-gdf79404cd8, Yosys 0.63+post, stock flow scripts
make -C /OpenROAD-flow-scripts/flow DESIGN_CONFIG=/design/flow/config.mk WORK_HOME=/design/flow/orfs finish
==> flow/config.mk <==
export PLATFORM = sky130hd
export DESIGN_NAME = kim_FIFO_with_skidbuf_top
export DESIGN_NICKNAME = kim_FIFO_with_skidbuf_top
export VERILOG_FILES = /design/flow/design.v
export SDC_FILE = /design/flow/constraint.sdc
export NUM_CORES = 4
export LEC_CHECK = 1
export CORE_UTILIZATION = 50
==> flow/constraint.sdc <==
current_design kim_FIFO_with_skidbuf_top

set clk_period 5.8
set clk_io_pct 0.2

create_clock -name clk0 -period $clk_period [get_ports {clk}]

set non_clock_inputs [all_inputs -no_clocks]
set_input_delay [expr $clk_period * $clk_io_pct] -clock clk0 $non_clock_inputs
set_output_delay [expr $clk_period * $clk_io_pct] -clock clk0 [all_outputs]
==> results_dict.tcl <==
# collected from the flow reports
set metrics [dict create \
    min_period_ns 2.79 \
    fmax_mhz 359 \
    hold_depth 2 \
    post_cts_buffers 0 \
    syn_area_per_cell_um2 11.5 \
    status "finished, final reports clean" \
    drc 0 \
    warnings 29 \
    area_delta_synth_final_pct 16.0 \
    cts_sinks 275 \
    placed_area_mm2 0.0126 \
    seq_power_share_pct 49.8 \
    grtUsageTotal_pct 23.7 \
    r2r-start "kim_skid_buffer_in.m_valid_reg" \
    netlist_instances 1022 \
    rsz0062_at_grt "no" \
    synth-edff-count 128 \
    gp_congestion 0.799 \
    fillers 1840 \
    total_leakage_power_nw 4.76 \
    swShare_pct 22.4 \
    lay_top_count "dfxtp_1" \
    slew_headroom_pct 41.8 \
    portBuffers 69 \
    largest_reg_flops 128 \
    final_cell_mix "144 x dfxtp_1, 138 x nand2_1, 129 x and2_1" \
    fin_util_pct 59.7 \
    post_cts_resized 0 \
    synth-main-ff-cell "dfxtp_1" \
    floorplan.rows 55 \
    vias 7582 \
    overflow 0 \
    grt_max_degree 69 \
    wl_met2_um 10600 \
    met3_length_um 2430 \
    comb_area_mm2 0.00459 \
    ys.flops 275 \
    clock.latency.late_pin_ns 0.54 \
    core_mm2 0.0228 \
    seqCellArea_mm2 0.00679 \
    drt-met1-wl_um 11500 \
    p_comb_share_pct 8.1 \
    finClkSkew_ns 0.00697 \
    antenna_found_initial 0 \
    endpoint_kind "flip-flop" \
    fp_util_pct 51.4 \
    hpwl_um 14400 \
    worst-setup-path-type "in -> reg" \
    rr_endpoint "kim_skid_buffer_in.m_data_temp_reg[12]" \
    top_logic_kind "simple AND/OR/NAND/NOR gates" \
    htreeDepth 1 \
    grt_pass1_vias 7487 \
    wl_um 25100 \
    final_area_mm2 0.0136 \
    holdWs_ns 0.451 \
    setup_viol 0 \
    yosys_cells 1022 \
    critPathLaunchType "primary input" \
    root_buffer "clkbuf_16" \
    clock_path_buffers 3 \
    async_flop_share_pct 0 \
    ys_seq_share_pct 57.9 \
    power.total_mw 4.41 \
    cap_violations 0 \
    ys_warn_count 3 \
    top_layer "met4" \
    compound_area_share_pct 9.56 \
    cellPowerDensity_mw_per_mm2 324 \
    cts_hold_buf 0 \
    chipArea_mm2 0.0241 \
    hold_viol 0 \
    synth_area_mm2 0.0117 \
    hp-class "reg -> reg" \
    numCtsBuffers 30 \
    clkPwrFrac_pct 42.1 \
    die_h_um 155 \
    xor_share_pct 0.523 \
    tightest_slew_ns 0.873 \
    finalSetupTns_ns 0 \
    critical_path.startpoint "rst" \
    critical_path_arrival_ns 2.95 \
    routedWlPerCell_um 18.0 \
    grt_pass1_wl_um 41100 \
    ir_worst_vdd_mv 0.206 \
    synth.distinct_cells 44 \
    critical_path.max_fanout 59 \
    synth-simple-area-share_pct 19.0 \
    yosys_area_mm2 0.0117 \
    via_per_inst 5.43 \
    pin_count 70 \
    cts_tree "built" \
    layout-drive-gt1-share_pct 10.7 \
    dieWidth_um 155 \
    p_sw_mw 0.989 \
    finalClockPeriodUsage_pct 48.0 \
    slew_violations 0 \
    ys_sh_mux_pct 9.14 \
    adder_share_pct 0.641 \
    first_pass_iters 4 \
    ff2ff_path_depth 6 \
    first_iter_violations 453 \
    ant_nets 0 \
    cp.required_ns 5.97 \
    path_clk_slew_ns 0.06 \
    internal-power_mw 3.42 \
    max_flop_register "kim_FIFO_wrapper_u1.FIFO_mem_u1.fifo_mem" \
    n_antenna_cell 0 \
    r2r_setup_slack_ns 3.14 \
]
kinds of logic (layout without fill, tap and decap cells):
group                      Yosys count  in the layout
adders and majority gates            6              6
AOI/OAI and AO/OA                  147            147
muxes                               67             67
and+or+nand+nor                    434            434
DFF                                275            275
buffers and inverters               86            148
xor gates and xnor gates             7              7
Yosys cell counts, types with 33 or more instances:
library cell | instances | area (µm²)
clkbuf_1 | 59 | 221
and2_1 | 129 | 807
nor2_1 | 75 | 282
nand2_1 | 138 | 518
nand2b_1 | 36 | 225
edfxtp_1 | 128 | 3840
mux2i_1 | 35 | 350
dfxtp_1 | 147 | 2940
a21oi_1 | 43 | 215
nand3b_1 | 33 | 248
layout make-up:
| cell class | instances | share of cell area (%) |
|---|---|---|
| clock buffers | 48 | 6.94 |
| clock inverters | 8 | 0.276 |
| inverters | 4 | 0.110 |
| multi-input cells | 661 | 33.7 |
| flip-flops and latches | 275 | 49.9 |
| well taps | 313 | 2.88 |
| repair buffers | 88 | 6.11 |
worst max-delay path: stages:
cell and delay, ns:
buf_4 0.29, nand2b_1 0.29, nor3_2 0.13, buf_4 0.33
or2_2 0.74
through the flow:
step,std cells,setup slack (ns)
floorplan,1022,3.24
global placement,1341,2.44
detailed placement,1341,2.44
CTS,1397,2.98
global route,1397,2.89
finish,1397,3.01
worst min-delay path by stage:
stage | start | to | slack (ns)
6_report | kim_skid_buffer_in.m_data_temp_reg[23] | kim_skid_buffer_in.m_data_temp_reg[23] | 0.45
5_1_grt | kim_skid_buffer_in.m_data_temp_reg[31] | kim_skid_buffer_in.m_data_temp_reg[31] | 0.47
4_1_cts | kim_skid_buffer_in.m_data_temp_reg[29] | kim_skid_buffer_in.m_data_temp_reg[29] | 0.45
layer usage:
layer / vias up / global-route usage [%]
met5: - / 0
met4: 0 / 4.10
met3: 33 / 10.1
met2: 263 / 32.4
met1: 3528 / 38.6
li1: 3758 / -
power groups by stage:
stage	Clock [mW]	Sequential (mW)	Combinational, mW
4_1_cts	1.89	2.20	0.363
5_1_grt	1.97	2.21	0.398
6_report	1.85	2.20	0.357
No activity file was given, so power comes from the tool's default toggle rates.
