==> ./design.v <==
module acc_v2 (
	input clk,rstb,
    input fill_data, alu_sel,
	input [3:0] alu_out, bus_reg_data,
	input [1:0] high_sel, low_sel, 
	output reg [3:0] acc_high_data, acc_low_data
);
wire [3:0] data_in;
assign data_in = (alu_sel) ? alu_out : bus_reg_data;
always @(posedge clk or negedge rstb)begin
	if(!rstb)begin
		acc_high_data <= 0;
	end	
	else begin
		if(high_sel==2'b00)begin 
			acc_high_data <= acc_high_data;
		end
		else if(high_sel==2'b01)begin  
			if(fill_data) acc_high_data <= {data_in[2:0],acc_low_data[3]};
			else acc_high_data <= {acc_high_data[2:0],acc_low_data[3]};  
		end	
		else if(high_sel==2'b10)begin  
			acc_high_data <= {fill_data,data_in[3:1]}; 
		end	
		else acc_high_data <= fill_data;  
	end	
end
always @(posedge clk or negedge rstb)begin
	if(!rstb)begin
		acc_low_data <= 0;
	end		
	else begin
		if(low_sel==2'b00)begin  
			acc_low_data <= acc_low_data;
		end
		else if(low_sel==2'b01)begin  
			acc_low_data <= {acc_low_data[2:0],fill_data}; 
		end	
		else if(low_sel==2'b10)begin  
			acc_low_data[3] <= data_in[0];
			acc_low_data[2:0] <= acc_low_data[3:1];
		end	
		else acc_low_data <= data_in; 
	end	
end
endmodule
module add_subNbit_v2 #(parameter N = 4)(
    input [N-1:0] A,  
    input [N-1:0] B,
    input Cin,
    output [N-1:0] S,
    output Cout
  );	
    assign {Cout,S} = A + ( B ^ {N{Cin}} ) + Cin; 
endmodule
module alu_acc_v1(
    input clk, rstb,
    input op_add, op_sub,  
	input op_and, op_or,
    input [3:0] bus_reg_data1,  
	input [3:0] bus_reg_data2,  
	input mul_en, div_en,  
	output wire [3:0] acc_high_data, acc_low_data,
    output zero_flag, sign_flag, carry_flag
);
wire Cout_w;
wire [1:0] high_sel_w, low_sel_w;
wire [3:0] alu_out_w;
wire alu_sel_w_mul, alu_sel_w_div;
wire mul_en_r, div_en_r;  
wire [3:0] multiplicand_to_alu, divisor_to_alu;
wire mul_complete, div_complete;
assign high_sel_w = (mul_en|div_en) ? 3 : (!mul_complete) ? 2 : 
                    (!div_complete) ? 1 : 0;  
assign  low_sel_w = (mul_en|div_en) ? 3 : (!mul_complete) ? 2 :
                    (!div_complete) ? 1 : 0;  
alu_v1 U1(
    .clk(clk),
    .rstb(rstb),
    .op_add(op_add),
    .op_sub(op_sub),
    .op_mul(mul_en_r),
    .op_div(div_en_r),
    .op_and(op_and),
    .op_or(op_or),
    .acc_high_data(acc_high_data),
    .bus_reg_data(bus_reg_data1 | multiplicand_to_alu | divisor_to_alu),
    .alu_out(alu_out_w),
    .zero_flag(zero_flag),
    .sign_flag(sign_flag),
    .carry_flag(carry_flag),
    .Cout(Cout_w)
);
acc_v2 U2(
    .clk(clk),
    .rstb(rstb),
    .fill_data(Cout_w),
    .alu_sel(alu_sel_w_mul | alu_sel_w_div),
    .alu_out(alu_out_w),
    .bus_reg_data(bus_reg_data2),
    .high_sel(high_sel_w),
    .low_sel(low_sel_w),
    .acc_high_data(acc_high_data),
    .acc_low_data(acc_low_data)
);
mul_control_v2 U3(
    .clk(clk),
    .rstb(rstb),
    .acc_lsb(acc_low_data[0]),
    .mul_en(mul_en),
    .multiplicand(bus_reg_data1),
    .alu_sel(alu_sel_w_mul),
    .add_en(mul_en_r),
    .mul_complete(mul_complete),
    .multiplicand_to_alu(multiplicand_to_alu)
);
div_control_v1 U4(
    .clk(clk),
    .rstb(rstb),
    .div_en(div_en),
    .divisor(bus_reg_data1),
    .alu_sel(alu_sel_w_div),
    .sub_en(div_en_r),
    .div_complete(div_complete),
    .divisor_to_alu(divisor_to_alu)
);
endmodule	
module alu_v1(
   input clk, rstb,
   input op_add, op_sub, op_mul, op_div,
	input op_and, op_or,
	input [3:0] acc_high_data,
   input [3:0] bus_reg_data,
   output [3:0] alu_out,
   output Cout, zero_flag, sign_flag, carry_flag
);
wire [3:0] alu_out_w;
assign alu_out = (op_and==1) ? acc_high_data & bus_reg_data : 
                 (op_or==1) ? acc_high_data | bus_reg_data : alu_out_w ; 
add_subNbit_v2 #(.N(4)) add_sub4bit(
.A(acc_high_data),
.B(bus_reg_data),
.Cin(op_sub|op_div),
.S(alu_out_w), 
.Cout(Cout)
); 
reg_1bit sign_f(
.clk(clk), .rstb(rstb), .in_en(op_sub), .d( (op_sub&(!Cout)) ), .q(sign_flag)
);
reg_1bit carry_f(
.clk(clk), .rstb(rstb), .in_en(1), .d( (op_add|op_div)&Cout ), .q(carry_flag)
);
reg_1bit zero_f(
.clk(clk), .rstb(rstb), .in_en(1), .d( (alu_out_w == 4'b0000) ), .q(zero_flag)
);
endmodule
module div_control_v1(
	input clk,rstb,
	input div_en,  
	input [3:0] divisor,
	output reg alu_sel, sub_en, div_complete,
	output [3:0] divisor_to_alu
);
reg [2:0] div_count; 
reg [3:0] divisor_save;
assign divisor_to_alu = divisor_save;
always @(posedge clk or negedge rstb)begin
	if(!rstb) begin 
		div_count <= 0;
		sub_en <= 0;
		div_complete <= 1;
		alu_sel <= 0;
		divisor_save <= 0;
	end
	else begin
		if(div_en)begin  
			div_count <= div_count + 1;
			sub_en <= 1;
			div_complete <= 0;
			alu_sel <= 1;
			divisor_save <= divisor;
		end
		else if( (div_count)&&(div_count != 3'b101) )begin
			div_count <= div_count + 1;
			sub_en <= 1;
			div_complete <= 0;
			alu_sel <= 1;
			divisor_save <= divisor_save;
		end
		else begin
			div_count <= 0;
			sub_en <= 0;
			div_complete <= 1;
			alu_sel <= 0;
			divisor_save <= 0;
		end			
	end	
end
endmodule
module mul_control_v2(
	input clk,rstb,
	input acc_lsb,
	input mul_en,  
	input [3:0] multiplicand,
	output reg alu_sel, add_en, mul_complete,  
	output wire [3:0] multiplicand_to_alu
);
reg [2:0] mul_count;
reg [3:0] multiplicand_save;
assign multiplicand_to_alu = (acc_lsb) ? multiplicand_save : 0;
always @(posedge clk or negedge rstb)begin
	if(!rstb) begin 
		mul_count <= 0;
		add_en <= 0;
		mul_complete <= 1;
		alu_sel <= 0;
		multiplicand_save <= 0;
	end
	else begin
		if(mul_en)begin  
			mul_count <= mul_count + 1;
			add_en <= 1;  
		   mul_complete <= 0;
		   alu_sel <= 1;
		   multiplicand_save <= multiplicand;	
		end
		else if((mul_count)&&(mul_count != 3'b100))begin
			mul_count <= mul_count + 1;
			add_en <= 1;
		   mul_complete <= 0;
		   alu_sel <= 1;
			multiplicand_save <= multiplicand_save;
		end
		else begin
			mul_count <= 0; 
			add_en <= 0;
			mul_complete <= 1;
			alu_sel <= 0;
			multiplicand_save <= 0;
		end			
	end	
end
endmodule
module reg_1bit (
   input clk, rstb, in_en, d,
	output reg q
);
always @(posedge clk or negedge rstb)begin
   if(!rstb)begin
      q <= 0;
	end
	else begin
	   if(in_en) q <= d;
	   else q <= q;
	end	
end
endmodule
==> ./run.sh <==
#!/bin/bash
# OpenROAD 26Q1-2900-gdf79404cd8, Yosys 0.63+post, stock flow scripts
make -C /OpenROAD-flow-scripts/flow DESIGN_CONFIG=/design/flow/config.mk WORK_HOME=/design/flow/orfs finish
==> ./config.mk <==
export PLATFORM = sky130hd
export DESIGN_NAME = alu_acc_v1
export DESIGN_NICKNAME = alu_acc_v1
export VERILOG_FILES = /design/flow/design.v
export SDC_FILE = /design/flow/constraint.sdc
export NUM_CORES = 4
export LEC_CHECK = 1
export CORE_AREA = 10 10 104 104
export DIE_AREA = 0 0 114 114
==> ./constraint.sdc <==
current_design alu_acc_v1

set clk_period 5.7
set clk_io_pct 0.2

create_clock -name clk0 -period $clk_period [get_ports {clk}]

set non_clock_inputs [all_inputs -no_clocks]
set_input_delay [expr $clk_period * $clk_io_pct] -clock clk0 $non_clock_inputs
set_output_delay [expr $clk_period * $clk_io_pct] -clock clk0 [all_outputs]
==> ci_impl_report.md <==
### Yosys + OpenROAD results

| Metric | Value |
|---|---|
| CTS tree | built |
| Layout cell share with drive strength beyond 1 | 8.08% |
| Core ar. | slightly below 0.009 mm² |
| Vias in the first global route | 1338 |
| Mapped Area | 0.00166 mm² |
| GR Layer Usage met3 | 0.957% |
| Row count | 34 |
| Final worst slack | between 2000 and 2500 ps |
| IO Port Bufs | 26 |
| Final setup fails | 0 |
| Initial antenna violation count | 0 |
| Critical Path AT | between 3000 and 4000 ps |
| CTS Hold Buffers Added | 0 |
| CTS sink count | 28 |
| DRC viols | 0 |
| Tool warning count | 27 |
| Setup TNS | 0 ps |
| Avg Cell Area, Syn | 9.56 µm² |
| Wire per inst | 13.9 µm |
| Synth-to-layout area growth | 26.7% |
| VDD IR max | 0.201 mV |
| Final tally of hold violations | 0 |
| CP Capture Point | U2.acc_high_data[1] |
| Dominant cell type by area after synthesis | dfrtp_1 |
| Min Hold Slack | between 400 and 500 ps |
| # Max-Cap Violations | 0 |
| Yosys stat area | 0.00166 mm² |
| H-tree Lvls | 1 |
| Final core occ | 24.3% |
| Worst slew pin tran | 753 ps |
| Gr ovfl total | 0 |
| Synth warn | 6 |
| Synth Seq Share | between 40% and 50% |
| First-pass GRT wire length | between 7000 and 8000 µm |
| Final tally of max-slew violations | 0 |
| Final cell count without fillers | 306 |
| GRT met2 Usage | around a tenth |
| Crit path required time | 5880 ps |
| Met1 Use GR | 9.69% |
| Cells after Synth | 174 |
| N_diodes | 0 |
| Final Critical Period | 3580 ps |
| Fin crit share | 62.9% |
| Die y size | between 100 and 150 µm |
| Final Cell Area | 0.00211 mm² |
| Detailed-route via count | approximately 1300 |
| Crit-path max FO | 5 |
| Initial DRT Pass Iterations | 4 |
| Total die size | 0.0130 mm² |
| Crit path launch | bus_reg_data1[0] |
| Busiest grt layer | met2 |
| Yosys cell count | 174 |
| # Post-CTS Setup Buffers | 0 |
| Horiz. Die Dim | about 110 µm |
| Max Clk Rate | about 0.28 GHz |
| Synth async-reset ratio | 100% |
| FP Util | a little under a fifth |
| Largest net degree at the start of global routing | 29 |
| Clk_skew | about 4.6 ps |
| Maximum buffer depth of the clock tree | 2 |
| Ports | 27 |
| Iter 0 DRT Violations | 92 |
| Total power | 791 µW |
| Main flop type | dfrtp_1 |
| Power Dens Cells | 375 mW/mm² |
| Count of library flops with an enable pin | 0 |
| GRT Total Usage | 6.58% |
| Main area contributors after synthesis | dfrtp_1 39%, nand2_1 5.6%, ha_1 5.3%, mux2i_1 4.2%, o21ai_0 4.2% |
| Yosys reg bits | 28 |
| R2r setup slk | between 2000 and 3000 ps |
| Critical Setup Path Class | in -> reg |
| Placed cells | 302 |
| Pre-CTS WS | around 1800 ps |
| RSZ-0062 raised after global routing | no |
| Yosys cell types | 45 |
| FF-to-FF Start | U2.acc_low_data[0] |
| DP Wirelength | about 3300 µm |
| Reg2reg end | U2.acc_high_data[1] |
| CTS Root Cell | clkbuf_8 |
| Status | finished, final reports clean |
| # fillers | 937 |
| Leakage power | 0.831 nW |
| Worst reg2reg path depth | 8 |
| Clk Latency, worst-skew pair | around 280 ps |
| Via/cell ratio | 4.41 |
| Hold/Removal Path Class | reg -> reg |
| Max-slew headroom | 49.6% |
| Area share, top type | 39.1% |
| Post-cts resize count | 0 |
| Routed Antenna Nets | 0 |
| CTS buffer count | 3 |
| Area after DPL | approximately 0.002 mm² |
| Final Routed Wirelength | 4260 µm |
| Clock Pin Slew Worst Setup and Hold Paths | 100 ps |
| Setup crit end kind | flip-flop |
| Most common logic cells in the final layout | 26 x dfrtp_1, 26 x clkdlybuf4s50_1, 25 x nand2_1 |
| Placer Congestion | around 0.95 |
| Startpoint Class | input pin |
-- report_power, final --
part | switching [mW] | internal, mW
Clock | 0.0678 | 0.0942
Combinational | 0.150 | 0.154
Sequential | 0.0658 | 0.259
-- worst max-delay path, cell delays in order --
cell and delay (ps):
clkdlybuf4s50_1 460, a211oi_2 350, mux2_4 370, fa_1 400
xor2_1 230, a21oi_1 90, a32oi_1 400, o21ai_1 100
a22o_1 230
-- cell families after synthesis --
group                    Yosys count  synth area share, %
AND-OR/OR-AND                     47                 21.4
XOR/XNOR                           7                 3.68
adder cells (fa/ha/maj)            8                 6.47
buffers and inverters             21                 4.96
flip-flops                        28                 42.3
multiplexers                       9                 5.79
AND/OR/NAND/NOR                   54                 15.5
-- worst min-delay path by stage --
stage,start,end,cells past startpoint
CTS,U3.mul_count[0],U3.mul_count[0],1
global route,U3.mul_count[0],U3.mul_count[0],1
finish,U3.mul_count[0],U3.mul_count[0],1
-- sequential cells by signal (all words and copies together) (netlist names) --
| name | flops |
|---|---|
| U2.acc_high_data | 4 |
| U2.acc_low_data | 4 |
| U3.multiplicand_save | 4 |
| U4.divisor_save | 4 |
| U4.div_count | 3 |
| U3.mul_count | 2 |
| U1.carry_f.q | 1 |
| U1.sign_f.q | 1 |
| U1.zero_f.q | 1 |
| U3.alu_sel | 1 |
| U3.mul_complete | 1 |
| U4.div_complete | 1 |
| U4.sub_en | 1 |
-- Yosys cell counts (2+ instances only) --
cell and instances:
dfrtp_1 26, nand2_1 25, inv_1 14, o21ai_0 14
nor2_1 8, ha_1 7, mux2i_1 7, clkbuf_1 6
nand2b_1 6, a21oi_1 5, nand3_1 5, nor2b_1 4
xnor2_1 4, a311oi_1 3, a32oi_1 3, xor2_1 3
a211oi_2 2, a21boi_0 2, dfstp_2 2, o211ai_1 2
o2bb2ai_1 2
-- layout make-up --
cell class	count	area, µm²	share of cell area, %
multi-input combinational	125	878	41.7
sequential	28	703	33.4
timing repair buffer	27	268	12.7
tap	108	135	6.41
inverter	14	52.6	2.49
clock buffer	3	41.3	1.96
clock inverter	1	30.0	1.42
-- per-layer routing --
layer	vias to the layer above	share of wire [%]	wire length [µm]
li1	658	-	-
met1	654	48	2060
met2	32	47	2020
met3	4	3.9	165
met4	0	0.49	21
met5	-	0	0
Power is estimated from default activity; no workload was simulated.
