==> design/flow/design.v <==
`timescale 1ns/1ps
module kim_FIFO_control 
# (
	parameter   FIFO_DATA_LENGTH = 32,
	parameter   FIFO_DATA_DEPTH  = 4,
	parameter   FIFO_LOG2_DEPTH  = 2
)
(
	input           						clk,
	input           						rst,
	input           						s_valid,
	output         				 			s_ready,
	input   		[FIFO_DATA_LENGTH-1:0] 	s_data,
	output	wire	[FIFO_DATA_LENGTH-1:0]	w_data,  
	output          						m_valid,
	input           						m_ready,
	output  		[FIFO_DATA_LENGTH-1:0] 	m_data,
	input   wire	[FIFO_DATA_LENGTH-1:0] 	r_data,  
	input	wire	[FIFO_LOG2_DEPTH-1:0]	w_ptr, r_ptr,
	input	wire							w_back_in, r_back_in,
	output	wire							w_hs, r_hs
);
localparam 
	S_RUN 	= 2'b00,
	S_EMPTY = 2'b01,
	S_FULL  = 2'b10;
wire	empty_condi1, empty_condi2, full_condi1, full_condi2; 
wire	empty_en, full_en;
wire	back_eq;
reg		[1:0]	n_state, c_state;
assign w_hs = s_valid && s_ready;
assign m_valid = (c_state != S_EMPTY) || s_valid; 
assign r_hs = m_valid && m_ready;
assign s_ready = (c_state != S_FULL ) || m_ready; 
assign w_data = s_data;
assign m_data = (w_hs && (c_state == S_EMPTY)) ? s_data : r_data; 
assign back_eq = (w_back_in == r_back_in);
assign empty_condi1 = (!back_eq) && (r_ptr == (FIFO_DATA_DEPTH-1)) && (w_ptr == 0);
assign empty_condi2 = back_eq && ( r_ptr == (w_ptr-1));
assign empty_en =  (!w_hs) && (empty_condi1 || empty_condi2);
assign full_condi1 = back_eq && (w_ptr == (FIFO_DATA_DEPTH-1)) && (r_ptr == 0);
assign full_condi2 = (!back_eq) && ( w_ptr == (r_ptr-1));
assign full_en  = (!r_hs) && (full_condi1 || full_condi2);
always @(posedge clk) begin
	if(rst) begin
		c_state <= S_EMPTY;
	end
	else begin
		c_state <= n_state;
	end
end	
always @(*) begin
	n_state = c_state;
	case (c_state)
		S_RUN: 
			if(w_hs && full_en)	
				n_state = S_FULL;
			else if(r_hs && empty_en) 
				n_state = S_EMPTY;
		S_EMPTY:
			if(w_hs && (!r_hs)) 
				n_state = S_RUN;
		S_FULL:
			if(r_hs && (!w_hs))
				n_state = S_RUN;
	endcase
end
endmodule
`timescale 1ns/1ps
module kim_FIFO_mem
# (
	parameter   FIFO_DATA_LENGTH = 32,
	parameter   FIFO_DATA_DEPTH  = 4,
	parameter   FIFO_LOG2_DEPTH  = 2
)
(
	input           						clk,
	input           						rst,
	input   wire           					w_hs,
    input   wire           					r_hs,
    input   wire    [FIFO_DATA_LENGTH-1:0]  data_in,                  
    output  wire     [FIFO_DATA_LENGTH-1:0] data_out,
    output  reg     [FIFO_LOG2_DEPTH-1:0]   w_ptr,
    output  reg     [FIFO_LOG2_DEPTH-1:0]   r_ptr,
    output  reg                             w_back,
    output  reg                             r_back
);
integer i;
reg [FIFO_DATA_LENGTH-1:0]  fifo_mem[FIFO_DATA_DEPTH-1:0];
always @(posedge clk) begin
	if(rst) begin
		w_ptr	<= 0;
		w_back 	<= 0;
        for(i=0; i<FIFO_DATA_DEPTH; i=i+1) begin
            fifo_mem[i] <= {(FIFO_DATA_LENGTH){1'b0}};
        end
	end
	else if(w_hs) begin
		if(w_ptr == (FIFO_DATA_DEPTH-1)) begin
			w_ptr           <= 0;
			w_back 	        <= ~w_back;
            fifo_mem[w_ptr] <= data_in;
		end
		else begin
			w_ptr           <= w_ptr + 1;
			w_back 	        <= w_back;
            fifo_mem[w_ptr] <= data_in;
		end
	end	
end
assign data_out = fifo_mem[r_ptr];
always @(posedge clk ) begin
	if(rst) begin
		r_ptr	<= 0;
		r_back 	<= 0;
	end
	else if(r_hs) begin
		if(r_ptr == (FIFO_DATA_DEPTH-1)) begin
			r_ptr   <= 0;
			r_back 	<= ~r_back;
		end
		else begin
			r_ptr   <= r_ptr + 1;
			r_back 	<= r_back;
		end
	end
end
endmodule
`timescale 1ns/1ps
module kim_FIFO_top 
# (
	parameter   FIFO_DATA_LENGTH = 32,
	parameter   FIFO_DATA_DEPTH  = 4,
	parameter   FIFO_LOG2_DEPTH  = 2
)
(
	input           				clk,
	input           				rst,
	input           				s_valid,
	output         				 	s_ready,
	input   [FIFO_DATA_LENGTH-1:0] 	s_data,
	output          				m_valid,
	input           				m_ready,
	output  [FIFO_DATA_LENGTH-1:0] 	m_data
);
wire	[FIFO_LOG2_DEPTH-1:0]	w_ptr_w, r_ptr_w;
wire							w_back_w, r_back_w;
wire							w_hs_w, r_hs_w;
wire	[FIFO_DATA_LENGTH-1:0]	data_in_w,data_out_w;
kim_FIFO_control #(
	.FIFO_DATA_LENGTH	(FIFO_DATA_LENGTH),
	.FIFO_DATA_DEPTH	(FIFO_DATA_DEPTH),
	.FIFO_LOG2_DEPTH	(FIFO_LOG2_DEPTH)
)	
FIFO_control_u1
(
	.clk		(clk),
	.rst		(rst),
	.s_valid	(s_valid),
	.s_ready	(s_ready),
	.s_data		(s_data ),
	.w_data		(data_in_w),  
	.m_valid	(m_valid),
	.m_ready	(m_ready),
	.m_data		(m_data),  
	.r_data		(data_out_w),  
	.w_ptr		(w_ptr_w), 
	.r_ptr		(r_ptr_w),
	.w_back_in	(w_back_w), 
	.r_back_in	(r_back_w),
	.w_hs		(w_hs_w),
	.r_hs		(r_hs_w)
);
kim_FIFO_mem #(
	.FIFO_DATA_LENGTH	(FIFO_DATA_LENGTH),
	.FIFO_DATA_DEPTH	(FIFO_DATA_DEPTH),
	.FIFO_LOG2_DEPTH	(FIFO_LOG2_DEPTH)
)	
FIFO_mem_u1
(
	.clk		(clk),
	.rst		(rst),
	.w_hs		(w_hs_w),
    .r_hs		(r_hs_w),
    .data_in	(data_in_w),    
    .data_out	(data_out_w),
    .w_ptr		(w_ptr_w),
    .r_ptr		(r_ptr_w),
    .w_back		(w_back_w),
    .r_back		(r_back_w)
);
endmodule
==> design/flow/run.sh <==
#!/bin/bash
# OpenROAD 26Q1-2900-gdf79404cd8, Yosys 0.63+post, stock flow scripts
make -C /OpenROAD-flow-scripts/flow DESIGN_CONFIG=/design/flow/config.mk WORK_HOME=/design/flow/orfs finish
==> design/flow/config.mk <==
export PLATFORM = sky130hd
export DESIGN_NAME = kim_FIFO_top
export DESIGN_NICKNAME = kim_FIFO_top
export VERILOG_FILES = /design/flow/design.v
export SDC_FILE = /design/flow/constraint.sdc
export NUM_CORES = 4
export LEC_CHECK = 1
export CORE_UTILIZATION = 50
==> design/flow/constraint.sdc <==
current_design kim_FIFO_top

set clk_period 4.8
set clk_io_pct 0.2

create_clock -name clk0 -period $clk_period [get_ports {clk}]

set non_clock_inputs [all_inputs -no_clocks]
set_input_delay [expr $clk_period * $clk_io_pct] -clock clk0 $non_clock_inputs
set_output_delay [expr $clk_period * $clk_io_pct] -clock clk0 [all_outputs]
==> reports/qor.yml <==
run_status:
  run_status: "completed"
detailed_routing:
  wl_um: 13000
  detail_route.vias_per_cell: 5.35
  router_iterations_before_antenna_repair: 4
  drc_violations: 0
  antenna-diode-count: 0
  drtAntennaViolNets: 0
  vias: 3664
  drt-wirelength-per-cell_um: 19.0
  initialDrtViolationCount: 179
critical_path:
  timing.critical_path.to: "m_data[5]"
  reg2reg_slack_ns: 2.45
  r2r-start: "FIFO_control_u1.c_state[0]"
  timing.critical_path.fanout_max: 18
  crit_arrival_ns: 2.94
  cp.required_ns: 3.84
  worstRegToRegCells: 6
  critical_path_class: "in2out"
  r2r-end: "FIFO_mem_u1.fifo_mem[2][17]"
  critPathLaunchType: "primary input"
  worst_setup_path_end_kind: "output pin"
  timing.critical_path.from: "s_valid"
synthesis:
  synth-main-ff-cell: "sky130_fd_sc_hd__edfxtp_1"
  synth-area-yosys_um2: 6500
  synth-async-reset-ratio_pct: 0
  synth_warnings: 2
  yosys.area.top_type_share_pct: 59.2
  netlist_top_cells_area: "sky130_fd_sc_hd__edfxtp_1 (59%), sky130_fd_sc_hd__and2_1 (12%), sky130_fd_sc_hd__mux4_2 (11%)"
  largest_area_cell: "sky130_fd_sc_hd__edfxtp_1"
  synth_flop_count: 139
  yosys.cell_types.count: 39
  synth_area_um2: 6500
  edf_count: 128
  mean_cell_area_of_the_mapped_netlist_um2: 15.4
  ys_cells: 422
  common_cells: "sky130_fd_sc_hd__and2_1 (128), sky130_fd_sc_hd__edfxtp_1 (128), sky130_fd_sc_hd__mux2_2 (32), sky130_fd_sc_hd__mux4_2 (32), sky130_fd_sc_hd__clkbuf_1 (16)"
  netlist_instances: 422
  ys_seq_share_pct: 62.5
global_routing:
  global_route.overflow_total: 0
  first_global_vias: 3760
  grt_first_pass_wirelength_um: 20500
  grt_antenna_before_repair: 0
  globalRouteTotalUtil_pct: 22.8
  grt_max_degree: 34
placement:
  buffer_ports.inserted: 69
  globalplace.congestion: 0.829
  detailedPlacementHpwl_um: 7640
run:
  stage_log_warnings: 30
  max_cap_violations: 0
die:
  initial_utilization_pct: 51.5
  floorplan.die.width_um: 116
  rows: 41
  chipArea_um2: 13500
  num_io_pins: 70
  die_height_um: 116
  core_area_um2: 12600
layout:
  register_area_um2: 4070
  synthToLayoutAreaGrowth_pct: 23.2
  drive_above_1_share_pct: 23.8
  fillerInstances: 967
  area_occupied_by_multi_input_gates_um2: 2340
  final_core_util_pct: 63.4
pwr:
  vdd.ir_drop.worst_mv: 0.257
  power_density_nw_per_um2: 375
  total_power_mw: 3.00
  leakage_nw: 2.92
sta:
  finalHoldViolCount: 0
  layout_worst_path_cycle_share_pct: 81.3
  period_minus_slack_ns: 3.90
  finalSetupViolations: 0
  grt_setup_unrepaired: "false"
  timing_worst_slew_pin_value_ns: 0.732
  final.setup.tns_ns: 0
  fmax_mhz: 256
  max-slew-margin-rel_pct: 51.2
  drv_slew: 0
  clock-skew-final_ns: 0.00532
cts:
  clkSinkCount: 139
  cts_hold_buf: 0
  latency_at_later_pin_ns: 0.41
  htree_num_levels: 4
  clockBufferDepth: 2
  tritoncts: "built"
  postCtsResizedCells: 0
  clk_pin_slew_ns: 0.05
  inserted_clock_buffers: 17
  cts_root_buf: "sky130_fd_sc_hd__clkbuf_16"
  post-cts-setup-buffers: 0
worst_hold_path:
  worstHoldPathType: "reg2reg"
-- registers in the layout, indices dropped and copies added (netlist names), named ones only --
register and flops:
FIFO_mem_u1.fifo_mem 128, FIFO_mem_u1.w_back 1, FIFO_mem_u1.r_ptr 2, FIFO_mem_u1.w_ptr 2, FIFO_mem_u1.r_back 1, FIFO_control_u1.c_state 3
-- placed cells by master, fill, tap and decap left out, types with 3 or more instances in the layout --
| cell | n |
|---|---|
| sky130_fd_sc_hd__nor2_1 | 5 |
| sky130_fd_sc_hd__clkdlybuf4s50_1 | 69 |
| sky130_fd_sc_hd__and2_1 | 128 |
| sky130_fd_sc_hd__xnor2_1 | 4 |
| sky130_fd_sc_hd__inv_1 | 5 |
| sky130_fd_sc_hd__buf_4 | 13 |
| sky130_fd_sc_hd__dfxtp_1 | 9 |
| sky130_fd_sc_hd__edfxtp_1 | 128 |
| sky130_fd_sc_hd__nor3_2 | 3 |
| sky130_fd_sc_hd__xor2_1 | 3 |
| sky130_fd_sc_hd__mux4_2 | 32 |
| sky130_fd_sc_hd__ha_1 | 6 |
| sky130_fd_sc_hd__or3_1 | 3 |
| sky130_fd_sc_hd__mux2_2 | 32 |
| sky130_fd_sc_hd__clkinv_2 | 6 |
| sky130_fd_sc_hd__clkbuf_1 | 4 |
| sky130_fd_sc_hd__clkbuf_16 | 17 |
| sky130_fd_sc_hd__a21oi_1 | 5 |
| sky130_fd_sc_hd__nand2_1 | 6 |
| sky130_fd_sc_hd__or2_2 | 3 |
-- how the worst min path moves through the flow --
| stage | slack, ns | start | to | cells after the start |
|---|---|---|---|---|
| finish | 0.51 | FIFO_control_u1.c_state[2] | FIFO_control_u1.c_state[2] | 2 |
| global route | 0.53 | FIFO_control_u1.c_state[2] | FIFO_control_u1.c_state[2] | 2 |
| CTS | 0.51 | FIFO_control_u1.c_state[2] | FIFO_control_u1.c_state[2] | 2 |
-- metrics by stage --
step	hold slack (ns)	instance area [um^2]	setup slack [ns]	std cells
6_report	0.512	8000	0.896	685
5_1_grt	0.534	8000	0.777	685
4_1_cts	0.510	8000	0.862	685
3_5_place_dp	0.502	7450	0.873	653
3_3_place_gp	0.492	7450	0.905	653
2_1_floorplan	0.464	6500	2.06	422
-- kinds of logic (layout without fill, tap and decap cells) --
group | Yosys count | after routing | synth area share [%]
muxes | 65 | 65 | 16.8
DFF | 139 | 139 | 62.5
buffers and inverters | 29 | 120 | 1.75
AOI/OAI and AO/OA | 13 | 13 | 1.41
adders and majority gates | 6 | 6 | 1.16
xor gates and xnor gates | 7 | 7 | 0.944
and+or+nand+nor | 163 | 163 | 15.4
-- area by class of cell --
class	count	area share, %
clock buffers	22	5.67
well taps	172	2.69
flip-flops and latches	139	50.8
multi-input cells	254	29.2
repair buffers	83	10.1
inverters	5	0.234
clock inverters	10	1.27
-- critical path, stage by stage --
cell	delay (ns)
sky130_fd_sc_hd__clkdlybuf4s50_1	0.52
sky130_fd_sc_hd__nand2_2	0.47
sky130_fd_sc_hd__buf_12	0.22
sky130_fd_sc_hd__mux2_2	0.34
sky130_fd_sc_hd__clkdlybuf4s50_1	0.41
-- routing by layer --
| layer | up-vias | wire [um] | global-route usage, % | share of wire, % |
|---|---|---|---|---|
| met5 | - | 0 | 0 | 0 |
| met3 | 15 | 975 | 8.58 | 7.5 |
| li1 | 1719 | - | - | - |
| met1 | 1790 | 5530 | 36.5 | 42 |
| met2 | 140 | 6310 | 34.2 | 48 |
| met4 | 0 | 213 | 3.42 | 1.6 |
-- where the power goes --
part | internal, mW | total, mW | leakage, nW | switching, mW
logic | 0.207 | 0.340 | 1.23 | 0.133
registers | 1.40 | 1.43 | 1.42 | 0.0321
clock network | 0.769 | 1.23 | 0.275 | 0.459
Power figures rest on the tool's default switching activity, not on a simulated workload.
